## flow/config.mk

```make
export PLATFORM = sky130hd
export DESIGN_NAME = usr
export DESIGN_NICKNAME = usr
export VERILOG_FILES = /design/flow/design.v
export SDC_FILE = /design/flow/constraint.sdc
export NUM_CORES = 4
export LEC_CHECK = 1
export CORE_AREA = 10 10 70 70
export DIE_AREA = 0 0 80 80
export SYNTH_HDL_FRONTEND = slang
```

## flow/constraint.sdc

```tcl
current_design usr

set clk_period 1.0
set clk_io_pct 0.2

create_clock -name clk0 -period $clk_period [get_ports {clk}]

set non_clock_inputs [all_inputs -no_clocks]
set_input_delay [expr $clk_period * $clk_io_pct] -clock clk0 $non_clock_inputs
set_output_delay [expr $clk_period * $clk_io_pct] -clock clk0 [all_outputs]
```

## flow/design.v

```verilog
interface usr_if(input logic clk);
  logic rst;
  logic [3:0] din;
  logic [1:0] s;
  logic s_leftdin;
  logic s_rightdin;
  logic s_leftdout;
  logic s_rightdout;
  logic [3:0] dout;
  clocking cbd @(posedge clk);
    output rst;
    output din;
    output s;
    output s_leftdin;
    output s_rightdin;
    input  s_leftdout;
    input  s_rightdout;
    input  dout;
  endclocking
  clocking cbm @(posedge clk);
    input rst;
    input din;
    input s;
    input s_leftdin;
    input s_rightdin;
    input s_leftdout;
    input s_rightdout;
    input dout;
  endclocking
  modport drvr (clocking cbd);  
  modport mon  (clocking cbm);  
endinterface
module usr(
  input clk,
  input rst,
  input [3:0] din,
  input [1:0] s,
  input s_leftdin,
  input s_rightdin,
  output reg s_leftdout,
  output reg s_rightdout,
  output reg [3:0] dout
);
  always @(posedge clk) begin
    if (rst) begin
      dout <= 4'b0000;
    end
    else begin
      case(s)
        2'b00: dout <= din;                           
        2'b01: dout <= dout;                          
        2'b10: dout <= {s_rightdin, dout[3:1]};       
        2'b11: dout <= {dout[2:0], s_leftdin};        
      endcase
    end
  end
  always @(posedge clk) begin
    s_leftdout  <= dout[0];    
    s_rightdout <= dout[3];    
  end
endmodule
```

## flow/run.sh

```bash
#!/bin/bash
# OpenROAD 26Q1-2900-gdf79404cd8, Yosys 0.63+post, stock flow scripts
make -C /OpenROAD-flow-scripts/flow DESIGN_CONFIG=/design/flow/config.mk WORK_HOME=/design/flow/orfs finish
```

==> report_table.html <==
<h2>Implementation results</h2>
<table>
<tr><th>Metric</th><th>Value</th></tr>
<tr><th colspan="2">Pwr</th></tr>
<tr><td>VDD IR max</td><td>0.000193 V</td></tr>
<tr><td>Int Pwr</td><td>0.000494 W</td></tr>
<tr><td>Gate power share</td><td>0.210</td></tr>
<tr><td>Cell Pwr Density</td><td>1160 nW/µm²</td></tr>
<tr><td>Switching part of the total power</td><td>0.189</td></tr>
<tr><td>Clock group share of total power</td><td>0.351</td></tr>
<tr><td>Switching power</td><td>0.000115 W</td></tr>
<tr><td>Fraction of power consumed by sequential logic</td><td>0.438</td></tr>
<tr><td>Total leakage power</td><td>0.206 nW</td></tr>
<tr><th colspan="2">Final timing</th></tr>
<tr><td>RSZ-0062 raised after global routing</td><td>true</td></tr>
<tr><td>Number of setup violations in the final report</td><td>4</td></tr>
<tr><td>Final worst hold slack</td><td>448 ps</td></tr>
<tr><td>Skew final</td><td>1.24 ps</td></tr>
<tr><td>Max-slew headroom at the worst pin</td><td>0.848</td></tr>
<tr><td>Worst Slack Setup Final</td><td>-122 ps</td></tr>
<tr><td>Number of hold violations in the final report</td><td>0</td></tr>
<tr><td>Final period utilization</td><td>1.12</td></tr>
<tr><td>Top achievable clock speed</td><td>0.891 GHz</td></tr>
<tr><td>Slew at the pin closest to its max-slew limit</td><td>228 ps</td></tr>
<tr><td>Count of final max-slew check failures</td><td>0</td></tr>
<tr><td>Post-route minimum period</td><td>1120 ps</td></tr>
<tr><th colspan="2">Detailed routing</th></tr>
<tr><td>Detailed-route DRC error count</td><td>0</td></tr>
<tr><td>Avg Vias per Cell</td><td>2.43</td></tr>
<tr><td>Routed met2 length</td><td>266 µm</td></tr>
<tr><td>1st-pass router iterations</td><td>3</td></tr>
<tr><td>Routed metal-1 wire length</td><td>274 µm</td></tr>
<tr><td>Vias</td><td>202</td></tr>
<tr><td>Total length of routed met3 wires</td><td>186 µm</td></tr>
<tr><td>Antenna viol nets, final</td><td>0</td></tr>
<tr><td>Highest metal layer with signal wires</td><td>met4</td></tr>
<tr><td>Mean routed wirelength per cell</td><td>8.82 µm</td></tr>
<tr><td>Total wire length</td><td>732 µm</td></tr>
<tr><td>Antenna diode count</td><td>0</td></tr>
<tr><td>Number of DRC violations after detailed-routing iteration 0</td><td>1</td></tr>
<tr><th colspan="2">Outcome</th></tr>
<tr><td>Failing checks</td><td>setup timing</td></tr>
<tr><td>Run status</td><td>finished with violations</td></tr>
<tr><th colspan="2">CTS</th></tr>
<tr><td>CTS max path bufs</td><td>2</td></tr>
<tr><td>Clock buffer count from CTS</td><td>3</td></tr>
<tr><td>Number of hold buffers added after cts</td><td>0</td></tr>
<tr><td>Max H-tree Level</td><td>1</td></tr>
<tr><td>Clock insertion delay at the later pin of the skew report</td><td>240 ps</td></tr>
<tr><td>Clock root buffer</td><td>sky130_fd_sc_hd__clkbuf_4</td></tr>
<tr><td>Clock-pin slew on the worst setup and hold paths</td><td>40 ps</td></tr>
<tr><td>Number of sinks on the clock net</td><td>6</td></tr>
<tr><td>CTS tree</td><td>built</td></tr>
<tr><th colspan="2">Die</th></tr>
<tr><td>Share of the core filled by cells before placement</td><td>0.0700</td></tr>
<tr><td>Top Ports</td><td>16</td></tr>
<tr><td>Vertical die size</td><td>80 µm</td></tr>
<tr><td>Placeable Area</td><td>3420 µm²</td></tr>
<tr><td># rows</td><td>21</td></tr>
<tr><td>Area enclosed by the die boundary</td><td>6400 µm²</td></tr>
<tr><td>Chip Width</td><td>80 µm</td></tr>
<tr><th colspan="2">Logic synthesis</th></tr>
<tr><td>Post-synth top area cell</td><td>sky130_fd_sc_hd__dfxtp_1</td></tr>
<tr><td>Dominant kind of combinational cell</td><td>multiplexers</td></tr>
<tr><td>Fraction of the mapped netlist area in simple logic gates</td><td>0.105</td></tr>
<tr><td>Post-Syn Area</td><td>239 µm²</td></tr>
<tr><td>Adder-cell share of the synthesized area</td><td>0</td></tr>
<tr><td>Proportion of netlist area held by the largest area contributor</td><td>0.503</td></tr>
<tr><td>Summed standard-cell area reported by yosys</td><td>239 µm²</td></tr>
<tr><td>Area fraction in mux cells</td><td>0.393</td></tr>
<tr><td>Number of flops mapped to enable cells by yosys</td><td>0</td></tr>
<tr><td>Post-synth top flop</td><td>sky130_fd_sc_hd__dfxtp_1</td></tr>
<tr><td>Proportion of register bits with asynchronous set or reset after synthesis</td><td>0</td></tr>
<tr><td>Leading post-synthesis cells by cell area</td><td>sky130_fd_sc_hd__dfxtp_1 (50%), sky130_fd_sc_hd__mux4_2 (28%), sky130_fd_sc_hd__mux4_1 (11%)</td></tr>
<tr><td>Post-synthesis cell type with the largest instance count</td><td>sky130_fd_sc_hd__dfxtp_1</td></tr>
<tr><td>Number of standard cells reported by yosys</td><td>14</td></tr>
<tr><td>Unique cell types</td><td>4</td></tr>
<tr><td>Number of instances in the synthesized netlist</td><td>14</td></tr>
<tr><td>Share of the yosys chip area belonging to registers</td><td>0.503</td></tr>
<tr><td>AND-OR/OR-AND share of the synthesized area</td><td>0</td></tr>
<tr><td>Per-instance average area after synthesis</td><td>17.1 µm²</td></tr>
<tr><td>Flip-flop and latch count after synthesis</td><td>6</td></tr>
<tr><td>Synth Area in XOR/XNOR</td><td>0</td></tr>
<tr><td>Total number of yosys warnings</td><td>0</td></tr>
<tr><td>Most frequent cells after synthesis</td><td>sky130_fd_sc_hd__dfxtp_1 (6), sky130_fd_sc_hd__nor2b_1 (4), sky130_fd_sc_hd__mux4_2 (3), sky130_fd_sc_hd__mux4_1 (1)</td></tr>
<tr><th colspan="2">Setup path</th></tr>
<tr><td>CP Launch Type</td><td>flip-flop</td></tr>
<tr><td>Data arrival, critical path</td><td>1240 ps</td></tr>
<tr><td>Cell count of the worst reg-to-reg path</td><td>3</td></tr>
<tr><td>Critical path data required time</td><td>1120 ps</td></tr>
<tr><td>Critical Setup Path Class</td><td>flip-flop to flip-flop</td></tr>
<tr><td>Worst Setup End Kind</td><td>flip-flop</td></tr>
<tr><td>Worst-path fanout max</td><td>3</td></tr>
<tr><th colspan="2">GRT</th></tr>
<tr><td>Global-route wire length before repair</td><td>1.08 mm</td></tr>
<tr><td>Aggregate global-route resource usage</td><td>0.0227</td></tr>
<tr><td>Final global-route overflow total</td><td>0</td></tr>
<tr><td>Number of global-route vias before repair</td><td>233</td></tr>
<tr><td>Pin count of the biggest net entering global routing</td><td>5</td></tr>
<tr><td>Antenna violations before repair</td><td>0</td></tr>
<tr><th colspan="2">Final layout</th></tr>
<tr><td>Number of filler cells placed in the layout</td><td>390</td></tr>
<tr><td>Proportion of layout cells with a drive suffix above 1</td><td>0.459</td></tr>
<tr><td>Area Overhead vs Synth</td><td>119%</td></tr>
<tr><td>Layout Cell Area excl Fill</td><td>524 µm²</td></tr>
<tr><th colspan="2">Placement</th></tr>
<tr><td>Global placer's final weighted congestion</td><td>0.742</td></tr>
<tr><td>Number of port buffers</td><td>15</td></tr>
<tr><td>Post-Place Cell Area</td><td>454 µm²</td></tr>
<tr><th colspan="2">Run</th></tr>
<tr><td>Tool Warnings</td><td>27</td></tr>
<tr><td>Number of max-cap violations</td><td>0</td></tr>
<tr><th colspan="2">Hold path</th></tr>
<tr><td>Hold path depth</td><td>1</td></tr>
<tr><td>Worst hold-check path type</td><td>flip-flop to flip-flop</td></tr>
</table>
final cells by class:
cell class | count | area [µm²] | area share
Timing Repair Buffer | 20 | 196 | 0.375
Sequential cell | 6 | 125 | 0.239
Multi-Input combinational cell | 8 | 123 | 0.234
Tap cell | 46 | 57.6 | 0.110
Clock buffer | 3 | 22.5 | 0.0430
path summary, 6_finish.rpt:
kind                            startpoint     endpoint  slack (ps)
worst max register to register     dout[0]      dout[1]        -120
worst min-delay path               dout[3]  s_rightdout         450
worst max-delay path               dout[0]      dout[1]        -120
worst min register to register     dout[3]  s_rightdout         450
placed cells by master (no fill, tap or decap), drive strengths merged:
master         instances
dfxtp                  6
clkdlybuf4s50          7
mux4                   4
clkbuf                 3
buf                    5
dlygate4sd2            5
clkdlybuf4s15          3
nor2b                  4
metal layers:
layer / up-vias / track usage
li1: 101 / -
met1: 83 / 0.0218
met2: 16 / 0.0289
met3: 2 / 0.0295
met4: 0 / 0.00528
met5: - / 0
registers in the layout, indices dropped and copies added (netlist names):
signal	cells
dout	4
s_leftdout	1
s_rightdout	1
cell families after synthesis:
kind of cell,Yosys count
DFF,6
muxes,4
and+or+nand+nor,4
metrics by stage:
step	setup TNS [ps]	setup WS, ps	cells	utilization	total power (W)
after global routing	-622	-156	83	0.153	0.000640
after CTS	-447	-119	83	0.150	0.000615
after global placement	-2310	-602	76	0.133	0.000381
after floorplan	0	0.823	14	-	0.000300
final	-468	-122	83	0.153	0.000609
after detailed placement	-2370	-620	76	0.133	0.000382
worst max-delay path: stages, from the launching register on:
cell                      delay, ps
sky130_fd_sc_hd__dfxtp_2        320
sky130_fd_sc_hd__buf_6          110
sky130_fd_sc_hd__mux4_2         440
sky130_fd_sc_hd__nor2b_1        130
power by group through the flow:
stage | sequential, W | clock [W] | combinational [W]
finish | 0.000267 | 0.000214 | 0.000128
CTS | 0.000266 | 0.000225 | 0.000124
global route | 0.000268 | 0.000231 | 0.000141
timing repair:
item | 4_1_cts | 5_1_grt
resized | 17 | 4
setup endpoints to repair | 10 | 8
pin swaps | 0 | 0
buffers inserted | 4 | 0
Power figures rest on the tool's default switching activity, not on a simulated workload.
